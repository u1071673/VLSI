$ cat flow/config.mk
export PLATFORM = sky130hd
export DESIGN_NAME = seven_segment_controller
export DESIGN_NICKNAME = seven_segment_controller
export VERILOG_FILES = /design/flow/design.v
export SDC_FILE = /design/flow/constraint.sdc
export NUM_CORES = 4
export LEC_CHECK = 1
export CORE_UTILIZATION = 40
$ cat flow/constraint.sdc
current_design seven_segment_controller

set clk_period 4.9
set clk_io_pct 0.2

create_clock -name clk0 -period $clk_period [get_ports {clk}]

set non_clock_inputs [all_inputs -no_clocks]
set_input_delay [expr $clk_period * $clk_io_pct] -clock clk0 $non_clock_inputs
set_output_delay [expr $clk_period * $clk_io_pct] -clock clk0 [all_outputs]
$ cat flow/design.v
module bcd 
#(
parameter N = 8
)
(
	input wire clk,
	input wire rst,
	input wire signed [N-1:0] binary,
	output wire sign,
	output wire [3:0] hundreds,
	output wire [3:0] tens,
	output wire [3:0] ones,
	output wire data_ready
);
localparam [3:0] STATE_START = 3'd0, STATE_WORK = 3'd1, STATE_READY = 3'd2;
reg [N-1:0] latched_binary;
reg [3:0] state, next_state;
reg [4:0] count, next_count;
reg [3:0] h, next_h;
reg [3:0] t, next_t;
reg [3:0] o, next_o;
reg initialized;
wire [N-1:0] abs_binary;
assign sign = latched_binary[N-1];
assign abs_binary = sign ? ~latched_binary + {{(N-1){1'b0}},1'b1} : latched_binary;  
assign hundreds = h;
assign tens = t;
assign ones = o;
assign data_ready = state == STATE_READY;
always@(posedge clk or posedge rst)
begin
	if(rst) initialized <= 1'd0;
	else if(initialized)
	begin
		state <= next_state;
		count <= next_count;
		h <= next_h;
		t <= next_t;
		o <= next_o;
		if(state == STATE_START) latched_binary <= $unsigned(binary);
	end
	else 
	begin
		state <= STATE_START;
		count <= 5'd0;
		latched_binary <= {N{1'b0}};
		h <= 4'd0;
		t <= 4'd0;
		o <= 4'd0;
		initialized <= 1'd1;
	end
end
always@(state or abs_binary or latched_binary or binary or count or h or t or o)
begin
	next_state = state;
	next_count = count;
	next_h = h;
	next_t = t;
	next_o = t;
	case(state)
		STATE_START:
		begin
			next_state = STATE_WORK;
			next_count = N;
			next_h = 4'd0;
			next_t = 4'd0;
			next_o = 4'd0;
		end
		STATE_WORK:
		begin
			if(count == 5'd0) next_state = STATE_READY;
			else 
			begin
				next_state = STATE_WORK;
				next_count = count - 5'd1;
				if(h >= 4'd5) next_h = h + 3;
				else next_h = h;
				if(t >= 4'd5) next_t = t + 3;
				else next_t = t;
				if(o >= 4'd5) next_o = o + 3;
				else next_o = o;
				next_h = next_h << 1;
				next_h[0] = next_t[3];
				next_t = next_t << 1;
				next_t[0] = next_o[3];
				next_o = next_o << 1;
				next_o[0] = abs_binary[next_count];
			end
		end
		STATE_READY:
		begin
			if(latched_binary != $unsigned(binary)) next_state = STATE_START;
			else next_state = STATE_READY;
			next_count = 5'd0;
			next_h = h;
			next_t = t;
			next_o = o;
		end
		default:
		begin
			next_state = STATE_START;
			next_count = 5'd0;
			next_h = 4'd0;
			next_t = 4'd0;
			next_o = 4'd0;
		end
	endcase
end
endmodule  
module seven_segment(
	input [3:0] binary,  
	output a,
	output b,
	output c,
	output d,
	output e,
	output f,
	output g
);
wire A;
wire B;
wire C;
wire D;
wire A_BAR;
wire B_BAR;
wire C_BAR;
wire D_BAR;
assign A = binary[3];
assign B = binary[2];
assign C = binary[1];
assign D = binary[0];
assign A_BAR = ~A;
assign B_BAR = ~B;
assign C_BAR = ~C;
assign D_BAR = ~D;
assign a = A | C | (B & D) | (B_BAR & D_BAR);
assign b = B_BAR | (C_BAR & D_BAR) | (C & D);
assign c = B | C_BAR | D;
assign d = (B_BAR & D_BAR) | (C & D_BAR) | (B & C_BAR & D) | (B_BAR & C) | A;
assign e = (B_BAR & D_BAR) | (C & D_BAR);
assign f = A | (C_BAR & D_BAR) | (B & C_BAR) | (B & D_BAR);
assign g = (B_BAR & C) | (C & D_BAR) | (B & C_BAR) | (B & C_BAR) | A;
endmodule
module seven_segment_controller (
	input clk,
	input rst,
	input signed [7:0] binary,  
	output anode0_en,
	output anode1_en,
	output anode2_en,
	output anode3_en,
	output a_out,
	output b_out,
	output c_out,
	output d_out,
	output e_out,
	output f_out,
	output g_out
	);
localparam [2:0] STATE_DIGIT1_EN = 4'd0, STATE_DIGIT2_EN = 4'd1, STATE_DIGIT3_EN = 4'd2, STATE_DIGIT4_EN = 4'd3;
reg [1:0] state, next_state;
reg [19:0] count;
reg [3:0] latched_bcd, next_bcd;
reg initialized;
reg latched_anode0_en, next_anode0_en;
reg latched_anode1_en, next_anode1_en;
reg latched_anode2_en, next_anode2_en;
reg latched_anode3_en, next_anode3_en;
wire [3:0] bcd_to_display, hundreds, tens, ones;
wire sign;
wire bcd_ready;
wire a, b, c, d, e, f, g;
assign anode0_en = latched_anode0_en;
assign anode1_en = latched_anode1_en;
assign anode2_en = latched_anode2_en;
assign anode3_en = latched_anode3_en;
assign bcd_to_display = latched_bcd;
assign a_out = (state == STATE_DIGIT1_EN) ? 1'b0 : a;
assign b_out = (state == STATE_DIGIT1_EN) ? 1'b0 : b;
assign c_out = (state == STATE_DIGIT1_EN) ? 1'b0 : c;
assign d_out = (state == STATE_DIGIT1_EN) ? 1'b0 : d;
assign e_out = (state == STATE_DIGIT1_EN) ? 1'b0 : e;
assign f_out = (state == STATE_DIGIT1_EN) ? 1'b0 : f;
assign g_out = (state == STATE_DIGIT1_EN) ? sign : g;
bcd #(.N(8)) bcd_module(
	.clk(clk),
	.rst(rst),
	.binary(binary),
	.sign(sign),
	.hundreds(hundreds),
	.tens(tens),
	.ones(ones),
	.data_ready(bcd_ready)
	);
seven_segment sev_seg(
	.binary(bcd_to_display),
	.a(a),
	.b(b),
	.c(c),
	.d(d),
	.e(e),
	.f(f),
	.g(g)
	);
always@(posedge clk or posedge rst)
begin
	if(rst) initialized <= 1'd0;
	else if(initialized)
	begin
		state <= next_state;
		count <= count + 20'd1;  
		latched_anode0_en <= next_anode0_en;
		latched_anode1_en <= next_anode1_en;
		latched_anode2_en <= next_anode2_en;
		latched_anode3_en <= next_anode3_en;
		latched_bcd <= next_bcd;
	end
	else 
	begin
		state <= STATE_DIGIT1_EN;
		count <= 5'd0;
		latched_anode0_en <= 1'b1;
		latched_anode1_en <= 1'b1;
		latched_anode2_en <= 1'b1;
		latched_anode3_en <= 1'b1;
		latched_bcd <= 4'b0;
		initialized <= 1'd1;
	end
end
always@(state or count)
begin
	next_state = count[19:18];
	next_anode0_en = 1'b1;
	next_anode1_en = 1'b1;
	next_anode2_en = 1'b1;
	next_anode3_en = 1'b1;
	next_bcd = 4'd0;
	case (state)
		STATE_DIGIT1_EN:
		begin
			next_anode3_en = 1'b0; 
		end
		STATE_DIGIT2_EN:
		begin
			next_anode2_en = 1'b0;
			next_bcd = hundreds;
		end
		STATE_DIGIT3_EN:
		begin
			next_anode1_en = 1'b0;
			next_bcd = tens;
		end
		STATE_DIGIT4_EN:
		begin
			next_anode0_en = 1'b0;
			next_bcd = ones;
		end
		default :  ;
	endcase
end
endmodule
$ cat flow/run.sh
#!/bin/bash
# OpenROAD 26Q1-2900-gdf79404cd8, Yosys 0.63+post, stock flow scripts
make -C /OpenROAD-flow-scripts/flow DESIGN_CONFIG=/design/flow/config.mk WORK_HOME=/design/flow/orfs finish
==> flow_summary.yaml <==
# yosys + openroad results
final_timing:
  setup_repair_after_global_routing_missed_its_margin: "false"
  period_minus_slack_ns: 3.006
  final_max_slew_viol_count: 0
  timing.clock.skew_ns: 0.01033
  fin_setup_tns_ns: 0
  finalHoldViolCount: 0
  worst_slew_pin_slew_ns: 0.7600
  relSlewSlack_pct: 49.34
  finalClockPeriodUsage_pct: 61.34
  setup_viol: 0
  timing.fmax_mhz: 332.7
yosys:
  number_of_enable_type_register_cells_in_the_synthesized_netlist: 55
  ys.flops: 59
  ys.flop_type: "sky130_fd_sc_hd__edfxtp_1"
  synth.top_cell.area_share_pct: 48.07
  synth-warning-count: 2
  ys_types: 48
  mappedNetlistArea_um2: 3436
  seq_area_frac_synth_pct: 50.55
  number_of_cells_in_the_yosys_synthesis_report: 333
  largest_area_cell: "sky130_fd_sc_hd__edfxtp_1"
  netlist_instances: 333
  yosys_area_um2: 3436
  synthesis.area_per_instance_um2: 10.32
  ys_top_cells_by_area: "sky130_fd_sc_hd__edfxtp_1 (48%), sky130_fd_sc_hd__xnor2_1 (6.4%), sky130_fd_sc_hd__and2_1 (4.9%)"
  async_reset_ff_share_pct: 1.695
pwr:
  post-layout-total-power_w: 0.001146
  leakagePower_nw: 1.382
  peakVddDrop_mv: 0.1562
  power-per-cell-area_nw_per_um2: 297.3
cts:
  insertion_delay_to_the_later_sink_of_the_worst_skew_pair_ns: 0.33
  cts-root-buf: "sky130_fd_sc_hd__clkbuf_8"
  clkSlewWorstSetupHoldPaths_ns: 0.06
  holdBufCountCts: 0
  postCtsSetupRepairBufs: 0
  inserted_clock_buffers: 9
  tritoncts: "done"
  cts.repair.resized: 0
  cts-root-to-sink-buffers: 2
  cts_sinks: 59
  number_of_h_tree_levels: 3
setup_path:
  max_stage_delay_ns: 0.51
  cp_top_family: "simple AND/OR/NAND/NOR gates"
  worst-endpoint-required_ns: 3.92
  cp_cell_sequence: "nor2_1, nor2_1, a22oi_1, clkdlybuf4s50_1"
  setup.worst_path.class: "reg2out"
  worst-endpoint-arrival_ns: 2.03
  worst-path-buf-inv: 1
  critPathLaunchType: "flip-flop"
  critical-path-slowest-cell: "sky130_fd_sc_hd__edfxtp_1"
  worstSetupEndpointType: "primary output"
  timing.critical_path.fanout_max: 10
  timing.critical_path.mode_cell: "sky130_fd_sc_hd__nor2_1"
global_routing:
  maximum_number_of_pins_on_one_net_before_global_route_repair: 46
  first_global_vias: 2159
  grt_pass1_wl_um: 10350
  global_route.usage.total_pct: 15.41
  grt_antenna_before_repair: 0
  grt.overflow.total: 0
detailed_routing:
  drt_iter0_drc: 106
  detail_route.antenna_diodes: 0
  via_count: 2367
  drt_wl_total_um: 5924
  routed_wire_length_per_instance_um: 12.91
  postRouteAntennaNets: 0
  viasPerCell: 5.157
  drc: 0
  detailedRoute.firstPassIterationCount: 4
finish:
  area_growth_synth_to_finish_pct: 12.20
  layout_top_cell: "sky130_fd_sc_hd__edfxtp_1"
  fillerInstances: 782
  instances_no_fill: 459
  layout_top_cells: "sky130_fd_sc_hd__edfxtp_1 (55), sky130_fd_sc_hd__and2_1 (27), sky130_fd_sc_hd__nor2_1 (27)"
  finish.instance_area_um2: 3855
  final_layout_size_suffix_gt1_share_pct: 5.085
floorplanning:
  number_of_top_level_pins: 21
  die_area_um2: 8964
  floorplanUtilization_pct: 41.61
  design.core.area_um2: 8258
  chipWidth_um: 94.68
  placementRows: 33
  die_extent_in_y_um: 94.68
flow_run:
  timing.max_cap.violations: 0
  tool_warnings: 28
placement:
  place.gp.congestion: 0.8790
  postPlaceCellArea_um2: 3706
  total_instance_count_after_detailed_placement: 444
  dp.final_hpwl_um: 4061
  io_buffers: 20
status:
  status: "finished clean"
worst_hold_path:
  hold_wc_path_type: "reg2reg"
-- metal layers --
metal  up-vias  GRT usage (%)  routed length [µm]
met4         0          2.399                  90
met1      1098          25.25                2949
li1       1212              -                   -
met2        48          23.68                2657
met5         -              0                   0
met3         9          2.369                 226
-- cells in the mapped netlist, types with 10 or more instances --
master,instances
sky130_fd_sc_hd__and2_1,27
sky130_fd_sc_hd__nor2_1,27
sky130_fd_sc_hd__inv_1,15
sky130_fd_sc_hd__o21ai_0,12
sky130_fd_sc_hd__clkbuf_1,10
sky130_fd_sc_hd__a21oi_1,20
sky130_fd_sc_hd__xnor2_1,25
sky130_fd_sc_hd__nor2b_1,10
sky130_fd_sc_hd__xor2_1,11
sky130_fd_sc_hd__edfxtp_1,55
sky130_fd_sc_hd__nand3_1,11
sky130_fd_sc_hd__nand2_1,21
-- worst paths after layout --
path | endpoint | slack (ns) | depth (start not counted) | start
worst max-delay path | g_out | 1.89 | 4 | state[0]
worst min-delay path | bcd_module.state[1] | 0.50 | 2 | bcd_module.state[1]
worst max register to register | bcd_module.h[3] | 2.38 | 6 | bcd_module.count[0]
worst min register to register | bcd_module.state[1] | 0.50 | 2 | bcd_module.state[1]
max in group asynchronous | bcd_module.initialized | 3.31 | 3 | rst
min in group asynchronous | bcd_module.initialized | 1.31 | 3 | rst
-- registers in the layout, indices dropped and copies added, names as in the netlist --
signal and flops:
bcd_module.initialized 1, latched_anode0_en 1, latched_anode2_en 1, bcd_module.state 3
state 2, bcd_module.latched_binary 8, count 20, bcd_module.t 4
bcd_module.o 4, bcd_module.count 5, latched_anode1_en 1, latched_bcd 4
bcd_module.h 4, latched_anode3_en 1
-- power by group --
part / leakage, nW / internal, W / switching, W
Combinational: 0.715 / 0.0000820 / 0.0000807
Sequential: 0.589 / 0.000594 / 0.0000418
Clock: 0.0784 / 0.000173 / 0.000175
-- stage by stage --
stage                     hold WS (ns)  utilization [%]  setup WS (ns)
after global routing            0.5378            46.68          1.704
after floorplan                 0.4597                -          2.782
after CTS                       0.4948            46.68          1.881
after global placement          0.4790            44.88          1.966
after detailed placement        0.4879            44.88          1.906
final                           0.5004            46.68          1.894
-- kinds of logic after synthesis --
kind of cell	count (synthesis)	synth area share (%)
buffers and inverters	32	3.969
other	1	0.1091
xor gates and xnor gates	36	9.177
and+or+nand+nor	136	21.38
DFF	59	50.55
muxes	6	1.821
AOI/OAI and AO/OA	54	9.724
adders and majority gates	9	3.278
-- tightest hold or removal path: stages (launching register included) --
cell and delay, ns:
sky130_fd_sc_hd__dfxtp_1 0.32, sky130_fd_sc_hd__inv_1 0.06, sky130_fd_sc_hd__o21ai_0 0.07
-- cell type report --
| type | count | area [µm²] | share of cell area, % |
|---|---|---|---|
| clock buffer | 10 | 127.6 | 3.311 |
| clock inverter | 5 | 21.27 | 0.5518 |
| inverter | 16 | 60.06 | 1.558 |
| multi-input combinational | 242 | 1563 | 40.54 |
| sequential | 59 | 1737 | 45.05 |
| tap | 105 | 131.4 | 3.408 |
| timing repair buffer | 22 | 215.2 | 5.583 |
Power is estimated from default activity; no workload was simulated.

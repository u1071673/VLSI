File: ./config.mk
export PLATFORM = sky130hd
export DESIGN_NAME = i2c_control
export DESIGN_NICKNAME = i2c_control
export VERILOG_FILES = /design/flow/design.v
export SDC_FILE = /design/flow/constraint.sdc
export NUM_CORES = 4
export LEC_CHECK = 1
export CORE_UTILIZATION = 50
File: ./constraint.sdc
current_design i2c_control

set clk_period 7.5
set clk_io_pct 0.2

create_clock -name clk0 -period $clk_period [get_ports {clk}]

set non_clock_inputs [all_inputs -no_clocks]
set_input_delay [expr $clk_period * $clk_io_pct] -clock clk0 $non_clock_inputs
set_output_delay [expr $clk_period * $clk_io_pct] -clock clk0 [all_outputs]
File: ./design.v
module i2c (
input wire [15:0] data,  
input wire [6:0] addr,  
input wire clk,
input wire rst,
input wire start,
input wire two_bytes,  
input wire rw,  
input wire sda_in,
input wire scl_in,
output wire sda_out,
output wire scl_out,
output wire [15:0] read_data,  
output wire ready,
output wire got_acknowledge
);
localparam [7:0] STATE_IDLE = 8'd0, STATE_START = 8'd1, STATE_ADDR = 8'd2, STATE_RW = 8'd3, STATE_SLAVE_WACK = 8'd4, STATE_W_LSBYTE = 8'd5, STATE_W_MSBYTE = 8'd6, STATE_R_LSBYTE = 8'd7, STATE_R_MSBYTE = 8'd8, STATE_MASTER_WACK = 8'd9, STATE_STOP1 = 8'd10, STATE_STOP2 = 8'd11;
reg [15:0] latched_data;
reg [7:0] state, next_state, count, next_count;
reg [6:0] latched_addr;
reg latched_two_bytes;
reg scl_enable, next_scl_enable, sda_enable, next_sda_enable, latched_rw;
reg initialized;
reg slave_acknowledged;
wire sda_and_scl_high = (sda_in == 1'b1 || sda_out == 1'b1) && (scl_in == 1'b1 || scl_out == 1'b1);
assign sda_out = sda_enable ? 1'b0 : 1'b1;
assign scl_out = scl_enable && clk ? 1'b0 : 1'b1;
assign ready = (state == STATE_IDLE) && !(rst) && sda_and_scl_high;
assign read_data = latched_rw ? latched_data : 16'bxxxxxxxxxxxxxxxx;
assign got_acknowledge = slave_acknowledged;
always@(posedge clk or posedge rst)
begin
  if(rst) initialized <= 1'd0;
  else if (initialized)
  begin
    state <= next_state;
    count <= next_count;
    sda_enable <= next_sda_enable;
    scl_enable <= next_scl_enable;
    case(state)
      STATE_IDLE:
      begin
        latched_addr <= addr;
        latched_data <= data;
        latched_rw <= rw;
        latched_two_bytes <= two_bytes;
      end
      STATE_START:
      begin
        slave_acknowledged <= 1'b0;
      end
      STATE_W_MSBYTE, STATE_W_LSBYTE:
      begin
        latched_two_bytes <= 1'b0;
        slave_acknowledged <= 1'b1;
      end
      STATE_R_MSBYTE, STATE_R_LSBYTE:
      begin
        slave_acknowledged <= 1'b1;
        latched_data[count] <= (sda_in == 1'b1);
      end
      STATE_MASTER_WACK:
      begin
        latched_two_bytes <= 1'b0;
      end
      default:
      begin
      end
    endcase
  end
  else  
  begin
    state <= STATE_IDLE;
    count <= 8'd0;
    sda_enable <= 1'd0;
    scl_enable <= 1'd0;
    latched_addr <= 7'd0;
    latched_data <= 8'd0;
    latched_rw <= 1'd0;
    latched_two_bytes <= 1'd0;
    slave_acknowledged <= 1'd0;
    initialized <= 1'd1;
  end
end
always@(sda_in or state or start or count or latched_rw or latched_data or latched_addr or latched_two_bytes or sda_and_scl_high)
begin
  next_state = state;
  next_count = count;
  next_scl_enable = scl_enable;
  next_sda_enable = sda_enable;
  case(state)
    STATE_IDLE:
    begin
      if(start && sda_and_scl_high)
      begin
        next_state = STATE_START;
        next_sda_enable = 1'b1;
      end
      else next_state = STATE_IDLE;
    end
    STATE_START:
    begin
      next_state = STATE_ADDR;
      next_count = 8'd6;
      next_sda_enable = ~latched_addr[next_count];
      next_scl_enable = 1'b1;
    end
    STATE_ADDR:
    begin
      if(count == 0)
      begin
        next_state = STATE_RW;
        next_sda_enable = ~latched_rw;
      end
      else
      begin
        next_state = STATE_ADDR;
        next_count = count - 8'd1;
      next_sda_enable = ~latched_addr[next_count];  
    end
    next_scl_enable = 1'b1;
  end
  STATE_RW:
  begin
    next_state = STATE_SLAVE_WACK;
    next_scl_enable = 1'b1;
  end
  STATE_SLAVE_WACK:  
  begin
    next_scl_enable = 1'b1;
    if(sda_in == 1'b1)  
    begin
      next_state = STATE_STOP1;
      next_sda_enable = 1'b1;
      next_scl_enable = 1'b1;
    end
    else  
    begin
      if(latched_rw)  
      begin
        if(latched_two_bytes)
        begin
          next_state = STATE_R_MSBYTE;
          next_count = 8'd15;
        end
        else
        begin
          next_state = STATE_R_LSBYTE;
          next_count = 8'd7;
        end
      end
      else  
      begin
        if(latched_two_bytes)
        begin
          next_state = STATE_W_MSBYTE;
          next_count = 8'd15;
          next_sda_enable = ~latched_data[next_count];
        end
        else
        begin
          next_state = STATE_W_LSBYTE;
          next_count = 8'd7;
          next_sda_enable = ~latched_data[next_count];
        end
      end
    end
  end
  STATE_W_MSBYTE:
  begin
    if(count == 8)
    begin
      next_state = STATE_SLAVE_WACK;
    end
    else
    begin
      next_count = count - 8'd1;
      next_sda_enable = ~latched_data[next_count];
    end
    next_scl_enable = 1'b1;
  end
  STATE_W_LSBYTE:
  begin
    if(count == 0)
    begin
      next_state = STATE_SLAVE_WACK;
    end
    else
    begin
      next_count = count - 8'd1;
      next_sda_enable = ~latched_data[next_count];
    end
    next_scl_enable = 1'b1;
  end
  STATE_R_MSBYTE:
  begin
    if(count == 8)
    begin
      next_state = STATE_MASTER_WACK;  
      next_sda_enable = 1'b1;  
    end
    else next_count = count - 8'd1;
    next_scl_enable = 1'b1;
  end
  STATE_R_LSBYTE:
  begin
    if(count == 0) next_state = STATE_MASTER_WACK;  
    else next_count = count - 8'd1;
    next_scl_enable = 1'b1;
  end
  STATE_MASTER_WACK:
  begin
    next_scl_enable = 1'b1;
    if(latched_two_bytes)  
    begin
      next_state = STATE_R_LSBYTE;
      next_count = 8'd7;
    end
    else 
    begin
      next_sda_enable = 1'b1;
      next_scl_enable = 1'b0;  
      next_state = STATE_STOP1; 
    end
  end
  STATE_STOP1:
  begin
    next_sda_enable = 1'b1;  
    next_scl_enable = 1'b0;
    next_state = STATE_STOP2;
  end
  STATE_STOP2:
  begin
    next_sda_enable = 1'b0;  
    next_scl_enable = 1'b0;
    next_state = STATE_IDLE;  
  end
  default:
  begin
    next_scl_enable = 1'b0;
    next_sda_enable = 1'b0;
    next_state = STATE_IDLE;
  end
endcase
end
endmodule     
module i2c_control (
	input wire clk,
	input wire rst,
	input sda_in,
	input scl_in,
	output sda_out,
	output scl_out,
	output wire signed [7:0] solar_celcius,
	output wire signed [7:0] greenhouse_celcius,
	output wire signed [7:0] ambient_celcius,
	output wire signed [7:0] geothermal_celcius,
	output wire [15:0] n_lux,
	output wire [15:0] e_lux,
	output wire [15:0] s_lux,
	output wire [15:0] w_lux
	);
localparam [7:0] STATE_IDLE = 8'd0, STATE_IDLE_BUFFER = 8'd1, STATE_SOLAR = 8'd2, STATE_SOLAR_BUFFER = 8'd3, STATE_GREENHOUSE = 8'd4, STATE_GREENHOUSE_BUFFER = 8'd5, STATE_AMBIENT = 8'd6, STATE_AMBIENT_BUFFER = 8'd7, STATE_GEOTHERMAL = 8'd8, STATE_GEOTHERMAL_BUFFER = 8'd9, STATE_NORTH = 8'd10, STATE_NORTH_BUFFER = 8'd11, STATE_EAST = 8'd12, STATE_EAST_BUFFER = 8'd13, STATE_SOUTH = 8'd14, STATE_SOUTH_BUFFER = 8'd15, STATE_WEST = 8'd16, STATE_WEST_BUFFER = 8'd17;
wire [15:0] read_data;
wire ready;
wire [15:0] calulated_lux;
wire [15:0] lsb_size;
wire [11:0] fractional;
wire [3:0] exponent;
wire slave_acknowledged;
reg [15:0] next_write_data;
reg [7:0] next_state;
reg [6:0] next_slave_addr;
reg next_start;
reg next_rw;
reg next_two_bytes;
reg [15:0] write_data;
reg [15:0] latched_n_lux;
reg [15:0] latched_e_lux;
reg [15:0] latched_s_lux;
reg [15:0] latched_w_lux;
reg signed [8:0] latched_solar_celcius; 
reg signed [8:0] latched_greenhouse_celcius; 
reg signed [8:0] latched_ambient_celcius; 
reg signed [8:0] latched_geothermal_celcius; 
reg [7:0] state;
reg [6:0] slave_addr;
reg start;
reg two_bytes;
reg rw;
reg initialized;
assign exponent = read_data[15:12];
assign fractional = read_data[11:0];
assign lsb_size = (16'd1 << {12'd0, exponent}) / 16'd100;
assign calulated_lux = lsb_size * {4'd0, fractional};
assign solar_celcius = $signed(latched_solar_celcius[8:1]);
assign greenhouse_celcius = $signed(latched_greenhouse_celcius[8:1]);
assign ambient_celcius = $signed(latched_ambient_celcius[8:1]);
assign geothermal_celcius = $signed(latched_geothermal_celcius[8:1]);
assign n_lux = latched_n_lux;
assign e_lux = latched_e_lux;
assign s_lux = latched_s_lux;
assign w_lux = latched_w_lux;
i2c i2c_module(
	.data(write_data),  
	.addr(slave_addr),  
	.clk(clk),
	.rst(rst),
	.start(start),
	.two_bytes(two_bytes),  
	.rw(rw),  
	.sda_in(sda_in),
	.scl_in(scl_in),
	.sda_out(sda_out),
	.scl_out(scl_out),
	.read_data(read_data),  
	.ready(ready),
	.got_acknowledge(slave_acknowledged)
	);
always@(posedge clk or posedge rst)
begin
	if(rst) initialized <= 1'd0;
	else if (initialized)
	begin
		state <= next_state;
		start <= next_start;
		slave_addr <= next_slave_addr;
		rw <= next_rw;
		two_bytes <= next_two_bytes;
		write_data <= next_write_data;
		case(state)
			STATE_SOLAR:
			begin
				if(ready && slave_acknowledged) latched_solar_celcius <= $signed(read_data[15:7]);
			end
			STATE_GREENHOUSE:
			begin
				if(ready && slave_acknowledged) latched_greenhouse_celcius <=  $signed(read_data[15:7]);
			end
			STATE_AMBIENT:
			begin
				if(ready && slave_acknowledged) latched_ambient_celcius <=  $signed(read_data[15:7]);
			end
			STATE_GEOTHERMAL:
			begin
				if(ready && slave_acknowledged) latched_geothermal_celcius <=  $signed(read_data[15:7]);
			end
			STATE_NORTH:
			begin
				if(ready && slave_acknowledged) latched_n_lux <= calulated_lux;
			end
			STATE_EAST:
			begin
				if(ready && slave_acknowledged) latched_e_lux <= calulated_lux;
			end
			STATE_SOUTH:
			begin
				if(ready && slave_acknowledged) latched_s_lux <= calulated_lux;
			end
			STATE_WEST:
			begin
				if(ready && slave_acknowledged) latched_w_lux <= calulated_lux;
			end
		endcase
	end
  	else  
  	begin
  		state <= STATE_IDLE;
  		write_data <= 8'd0;
  		slave_addr <= 8'd0;
  		two_bytes <= 1'd0;
latched_solar_celcius <= 9'sd0;
latched_greenhouse_celcius <= 9'sd0;
latched_ambient_celcius <= 9'sd0;
latched_geothermal_celcius <= 9'sd0;
latched_n_lux <= 16'd0;
latched_e_lux <= 16'd0;
latched_s_lux <= 16'd0;
latched_w_lux <= 16'd0;
rw <= 1'd0;
start <= 1'd0;
initialized <= 1'd1;
end
end
always@(state or ready)
begin
	next_start = 1'd0;
	next_slave_addr = 7'd0;
	next_rw = 1'd0;
	next_two_bytes = 1'd0;
	next_write_data = 8'd0;  
	next_state = STATE_IDLE;
	case(state)
		STATE_IDLE:
		begin
			if(ready)
			begin 
				next_state = STATE_IDLE_BUFFER;
				next_slave_addr = 7'b1001000;
				next_start = 1'd1;
			end
			else 
			begin
				next_state = STATE_IDLE;
			end
		next_rw = 1'd1;  
		next_two_bytes = 1'd1;
	end
	STATE_IDLE_BUFFER:
	begin
		next_state = STATE_SOLAR;
		next_slave_addr = 7'b1001000;
	       next_rw = 1'd1;  
	       next_two_bytes = 1'd1;
	   end
	   STATE_SOLAR:
	   begin
	   	if(ready) 
	   	begin 
	   		next_state = STATE_SOLAR_BUFFER;
	   		next_slave_addr = 7'b1001001;
	   		next_start = 1'd1;
	   	end
	   	else 
	   	begin
	   		next_state = STATE_SOLAR;
	   		next_slave_addr = 7'b1001000;
	   	end
		next_rw = 1'd1;  
		next_two_bytes = 1'd1;
	end
	STATE_SOLAR_BUFFER:
	begin
		next_state = STATE_GREENHOUSE;
		next_slave_addr = 7'b1001001;
	       next_rw = 1'd1;  
	       next_two_bytes = 1'd1;
	   end
	   STATE_GREENHOUSE:
	   begin
	   	if(ready) 
	   	begin 
	   		next_state = STATE_GREENHOUSE_BUFFER;
	   		next_slave_addr = 7'b1001010;
	   		next_start = 1'd1;
	   	end
	   	else 
	   	begin
	   		next_state = STATE_GREENHOUSE;
	   		next_slave_addr = 7'b1001001;
	   	end
		next_rw = 1'd1;  
		next_two_bytes = 1'd1;
	end
	STATE_GREENHOUSE_BUFFER:
	begin
		next_state = STATE_AMBIENT;
		next_slave_addr = 7'b1001010;
	       next_rw = 1'd1;  
	       next_two_bytes = 1'd1;
	   end
	   STATE_AMBIENT:
	   begin
	   	if(ready) 
	   	begin 
	   		next_state = STATE_AMBIENT_BUFFER;
	   		next_slave_addr = 7'b1001011;
	   		next_start = 1'd1;
	   	end
	   	else
	   	begin
	   		next_state = STATE_AMBIENT;
	   		next_slave_addr = 7'b1001010;
	   	end
		next_rw = 1'd1;  
		next_two_bytes = 1'd1;
	end
	STATE_AMBIENT_BUFFER:
	begin
		next_state = STATE_GEOTHERMAL;
		next_slave_addr = 7'b1001011;
	       next_rw = 1'd1;  
	       next_two_bytes = 1'd1;
	   end
	   STATE_GEOTHERMAL:
	   begin
	   	if(ready) 
	   	begin 
	   		next_state = STATE_GEOTHERMAL_BUFFER;
	   		next_slave_addr = 7'b1000100;
	   		next_start = 1'd1;
	   	end
	   	else 
	   	begin 
	   		next_state = STATE_GEOTHERMAL;
	   		next_slave_addr = 7'b1001011;
	   	end
		next_rw = 1'd1;  
		next_two_bytes = 1'd1;
	end
	STATE_GEOTHERMAL_BUFFER:
	begin
		next_state = STATE_NORTH;
		next_slave_addr = 7'b1000100;
	       next_rw = 1'd1;  
	       next_two_bytes = 1'd1;
	   end
	   STATE_NORTH:
	   begin
	   	if(ready) 
	   	begin 
	   		next_state = STATE_NORTH_BUFFER;
	   		next_slave_addr = 7'b1000101;
	   		next_start = 1'd1;
	   	end
	   	else 
	   	begin	
	   		next_state = STATE_NORTH;
	   		next_slave_addr = 7'b1000100;
	   	end
		next_rw = 1'd1;  
		next_two_bytes = 1'd1;
	end
	STATE_NORTH_BUFFER:
	begin
		next_state = STATE_EAST;
		next_slave_addr = 7'b1000101;
	       next_rw = 1'd1;  
	       next_two_bytes = 1'd1;
	   end
	   STATE_EAST:
	   begin
	   	if(ready) 
	   	begin 
	   		next_state = STATE_EAST_BUFFER;
	   		next_slave_addr = 7'b1000110;
	   		next_start = 1'd1;
	   	end
	   	else 
	   	begin
	   		next_state = STATE_EAST;
	   		next_slave_addr = 7'b1000101;
	   	end
		next_rw = 1'd1;  
		next_two_bytes = 1'd1;
	end
	STATE_EAST_BUFFER:
	begin
		next_state = STATE_SOUTH;
		next_slave_addr = 7'b1000110;
	       next_rw = 1'd1;  
	       next_two_bytes = 1'd1;
	   end
	   STATE_SOUTH:
	   begin
	   	if(ready) 
	   	begin 
	   		next_state = STATE_SOUTH_BUFFER;
	   		next_slave_addr = 7'b1000111;
	   		next_start = 1'd1;
	   	end
	   	else 
	   	begin	
	   		next_state = STATE_SOUTH;
	   		next_slave_addr = 7'b1000110;
	   	end
		next_rw = 1'd1;  
		next_two_bytes = 1'd1;
	end
	STATE_SOUTH_BUFFER:
	begin
		next_state = STATE_WEST;
		next_slave_addr = 7'b1000111;
	      next_rw = 1'd1;  
	      next_two_bytes = 1'd1;
	  end
	  STATE_WEST:
	  begin
	  	if(ready) 
	  	begin 
	  		next_state = STATE_WEST_BUFFER;
	  	end
	  	else 
	  	begin	
	  		next_state = STATE_WEST;
	  		next_slave_addr = 7'b1000111;
	  	end 
	  end
	  STATE_WEST_BUFFER:
	  begin
	  	next_state = STATE_IDLE;
	  end
	endcase
end
endmodule 
File: ./run.sh
#!/bin/bash
# OpenROAD 26Q1-2900-gdf79404cd8, Yosys 0.63+post, stock flow scripts
make -C /OpenROAD-flow-scripts/flow DESIGN_CONFIG=/design/flow/config.mk WORK_HOME=/design/flow/orfs finish
==> qor.yml <==
logic_synthesis:
  syn_area_um2: 10100
  synthTopCellsByArea: "edfxtp_1 (41%), fa_1 (13%), dfxtp_1 (6.0%), ha_1 (4.7%), inv_1 (4.3%)"
  yosys_warnings: 2
  synth_flop_count: 168
  top_logic_kind: "adder cells"
  edf_count: 137
  synthXorXnorAreaFrac: 0.0195
  synthAdderAreaFrac: 0.181
  synth-main-ff-cell: "edfxtp_1"
  synth_cells: 898
  async_flop_share: 0.00595
  ys_seq_frac: 0.471
  synth_cell_types: 67
  simple_gate_area_frac: 0.145
  yosysTopAreaCell: "edfxtp_1"
  aoi_share: 0.0824
  yosys-stat-area_um2: 10100
  postSynthAreaPerCell_um2: 11.2
  ys_cells: 898
  ys_sh_mux: 0.0337
  yosysTopAreaCellShare: 0.409
worst_setup_path:
  cp_max_fo: 2
  crit_path_start: "clk"
  crit_chain: "clkbuf_16 -> clkbuf_16 -> clkbuf_16 -> clkbuf_16 -> clkbuf_16 -> clkbuf_16 -> nand2_1 -> clkbuf_16 -> clkbuf_16 -> clkdlybuf4s50_1"
  r2r-start: "i2c_module.latched_data[12]$_SDFFCE_PN0P_"
  path_common_cell: "clkbuf_16"
  crit_arrival_ns: 5.33
  reg2reg_depth: 20
  worstSetupPathType: "clock port to primary output"
  cpPeakStageDelay_ns: 0.45
  worstPathRequired_ns: 6.00
  cp-end-kind: "primary output"
  crit_path_start_kind: "clock port"
  cp_slowest_cell: "clkdlybuf4s50_1"
die:
  die_w_um: 144
  die_area_um2: 20700
  num_rows: 51
  ios: 102
  fp_util: 0.513
  core-area_um2: 19600
  fp.dieH_um: 144
pwr:
  total_power_mw: 3.04
  power.density_nw_per_um2: 227
  power.leakage_nw: 5.47
  peakVddDrop_mv: 0.191
final_layout:
  postLayoutCellArea_um2: 13400
  fin_cells: 1333
  area_growth_pct: 33.3
  fillCellCount: 1322
  fin_util: 0.684
  regArea_um2: 4740
  logic_area_um2: 4670
  drive_gt1_frac: 0.123
route:
  vias_per_cell: 5.67
  drt-total-wl_um: 26300
  drc: 0
  ant_nets: 0
  num_vias: 7557
  firstDrtPassIters: 5
  routedWlPerCell_um: 19.8
  diodes: 0
  drt_iter0_markers: 484
outcome:
  status: "finished, final reports clean"
clock_network:
  clk_pin_slew_ns: 0.08
  cts_tree: "built"
  cts_setup_buffers: 0
  hold_buffers: 0
  clock_latency_ns: 0.54
  cts-resized-gates: 0
final_timing:
  setup_violations: 0
  tns_ns: 0
  clock_skew_ns: 0.0162
  rsz0062_at_grt: "false"
  drv_slew: 0
  max_slew_margin: 0.421
  tightest_slew_ns: 0.865
  whs_ns: 0.496
  fin_ws_ns: 0.670
  hold_viol_final: 0
placed_design:
  io_buffer_count: 101
  placedInstanceArea_um2: 11300
  globalplace.congestion: 0.919
  place_hpwl_um: 16200
  dp_slack_ns: 1.38
  dp_cells: 1235
global_routing:
  grt_max_degree: 40
  antenna_found_initial: 0
  overflow: 0
  first_global_vias: 8157
  grtUsageTotal: 0.297
  grt_pass1_wl_um: 41000
run:
  openroad.warnings: 74
  maxCapViolations: 0
hold_path:
  hp-class: "flop to flop"
  min-delay-start: "state[10]$_DFF_P_"
  whs_path_depth: 1
==> critical path, delay by kind of cell <==
| family | cells | cell delay (ns) |
|---|---|---|
| simple gates | 1 | 0.09 |
| buf+inv | 9 | 1.48 |
==> cells in the mapped netlist (all sizes together) (3+ instances only) <==
library cell and n:
nor4b 3, nor2b 4, nor3b 8, a22oi 9, clkbuf 32, o31ai 6, nor4 9, and3 4
inv 118, nand2 101, nor3 22, a21oi 23, xor2 7, edfxtp 137, o21ai 21, and2 52
mux4 4, or3 3, o32ai 3, nand4 4, ha 38, nand3 7, nand2b 4, a21o 12
dfxtp 30, a31oi 9, a211oi 3, o21a 4, or4 3, nor2 65, xnor2 12, fa 67
mux2i 23, a22o 10, buf 15
==> flip-flops by register name, indices dropped and copies added, names as in the netlist, 5 cells and up <==
signal,cells
i2c_module.latched_addr,5
latched_w_lux,16
state,18
latched_geothermal_celcius,8
latched_greenhouse_celcius,8
slave_addr,5
latched_e_lux,16
latched_s_lux,16
i2c_module.count,8
i2c_module.state,12
latched_n_lux,16
latched_solar_celcius,8
latched_ambient_celcius,8
i2c_module.latched_data,16
==> logic make-up after synthesis <==
family	Yosys count
AND-OR/OR-AND	117
XOR/XNOR	20
adder cells (fa/ha/maj)	105
buffers and inverters	165
flip-flops	168
multiplexers	28
other	2
AND/OR/NAND/NOR	293
==> worst paths after layout <==
kind	endpoint	slack (ns)
max	scl_out	0.67
min	state[10]$_DFF_P_	0.50
max reg2reg	latched_e_lux[15]$_SDFFCE_PN0P_	1.37
min reg2reg	state[10]$_DFF_P_	0.50
max in group asynchronous	initialized$_DFF_PP0_	5.64
min in group asynchronous	initialized$_DFF_PP0_	1.55
==> cell usage in the layout (no fill, tap or decap), types with 7 or more instances in the layout <==
master and instances:
nand3_1 7, a22oi_1 9, buf_4 13, a21oi_1 23, nor3b_1 7, clkdlybuf4s50_1 101
dfxtp_1 30, inv_1 116, edfxtp_1 137, o21ai_0 17, nor2_1 61, a22o_1 10
fa_1 67, ha_1 38, a31oi_1 8, nor3_1 17, nand2_1 99, conb_1 7
and2_1 52, clkbuf_16 72, a21o_1 12, nor4_1 9, mux2i_1 23, xnor2_1 12
==> where the power goes <==
group          switching (mW)  total [mW]  internal, mW
registers              0.0891        1.21          1.12
logic                   0.301       0.549         0.248
clock network           0.505        1.29         0.785
total                   0.894        3.04          2.15
==> metal layers <==
metal,GRT usage,share of wire,vias up
met1,0.401,0.39,3617
met4,0.163,0.036,0
met3,0.184,0.11,99
li1,-,-,3359
met2,0.383,0.46,482
met5,0.0150,0,-
==> final cells by class <==
class                   count  area share
multi-input cells         570       0.348
repair buffers            113      0.0820
well taps                 265      0.0248
inverters                 118      0.0331
flip-flops and latches    168       0.354
clock buffers              78       0.138
clock inverters            21      0.0203
No activity file was given, so power comes from the tool's default toggle rates.

==> design/flow/design.v <==
module uart_clock_divider(
  input clk_in,
  input rst,
  output clk_out
  );
reg [2604-1:0] r_reg;
wire [2604-1:0] r_nxt;
reg clk_track;
assign r_nxt = r_reg + 1;           
assign clk_out = clk_track;
always @(posedge clk_in or posedge rst)
begin
  if (rst)
  begin
    r_reg <= 2604'd0;
    clk_track <= 1'b0;
  end
  else if (r_nxt == (2604'd5208))
  begin
    r_reg <= 2604'd0;
    clk_track <= ~clk_track;
  end
  else 
    r_reg <= r_nxt;
end
endmodule
==> design/flow/run.sh <==
#!/bin/bash
# OpenROAD 26Q1-2900-gdf79404cd8, Yosys 0.63+post, stock flow scripts
make -C /OpenROAD-flow-scripts/flow DESIGN_CONFIG=/design/flow/config.mk WORK_HOME=/design/flow/orfs finish
==> design/flow/config.mk <==
export PLATFORM = sky130hd
export DESIGN_NAME = uart_clock_divider
export DESIGN_NICKNAME = uart_clock_divider
export VERILOG_FILES = /design/flow/design.v
export SDC_FILE = /design/flow/constraint.sdc
export NUM_CORES = 4
export LEC_CHECK = 1
export CORE_UTILIZATION = 50
==> design/flow/constraint.sdc <==
current_design uart_clock_divider

set clk_period 300.3
set clk_io_pct 0.2

create_clock -name clk0 -period $clk_period [get_ports {clk_in}]

set non_clock_inputs [all_inputs -no_clocks]
set_input_delay [expr $clk_period * $clk_io_pct] -clock clk0 $non_clock_inputs
set_output_delay [expr $clk_period * $clk_io_pct] -clock clk0 [all_outputs]
==> results_dict.tcl <==
# flow metrics
set metrics [dict create \
    grt_remaining_overflow 82600 \
    yosys-stat-area_sq_mm 0.221 \
    synth.yosys.seq_area_share 0.295 \
    max-clock-path-buffers 4 \
    cts-htree-levels 5 \
    enable_flop_cells 0 \
    synth-cells-yosys 29400 \
    postCtsResizedCells 0 \
    cts_sinks 2605 \
    inserted_clock_buffers 311 \
    async_flop_share 1.00 \
    netlist_top_cells_count "sky130_fd_sc_hd__nand4_1 (3915), sky130_fd_sc_hd__nor4_1 (3402), sky130_fd_sc_hd__nand3_1 (3121), sky130_fd_sc_hd__nand2_1 (3001), sky130_fd_sc_hd__dfrtp_1 (2605)" \
    top_level_ports 3 \
    initial_utilization 0.503 \
    rows 243 \
    grt_first_pass_wirelength_mm 3390 \
    synth.top_cells.by_area "sky130_fd_sc_hd__dfrtp_1 (30%), sky130_fd_sc_hd__nand4_1 (11%), sky130_fd_sc_hd__nor4_1 (9.6%)" \
    via_count_of_the_first_global_routing_pass 353000 \
    post-cts-setup-buffer-count 0 \
    grt_max_degree 122 \
    stop_stage "global routing (5_1_grt)" \
    yosys.area.top_type "sky130_fd_sc_hd__dfrtp_1" \
    port_buffers 2 \
    status "stopped before the end" \
    ctsHoldBuffers 0 \
    synth.ff_latch_count 2605 \
    yosys_warnings 1 \
    placed_area_sq_mm 0.253 \
    yosysMostFrequentCell "sky130_fd_sc_hd__nand4_1" \
    synthCells 29400 \
    track_usage 1.19 \
    toolErrorMsg "[ERROR GRT-0116] Global routing finished with congestion. Check the congestion regions in the DRC Viewer." \
    place_congestion 2.07 \
    dpl.hpwl_mm 2190 \
    synthDominantCellAreaShare 0.295 \
    synth_area_sq_mm 0.221 \
    postSynthAreaPerCell_sq_um 7.52 \
    synth_cell_type_count 71 \
    cts_root_buffer "sky130_fd_sc_hd__clkbuf_16" \
    die-height_um 666 \
    die_width_um 666 \
    flop_cell "sky130_fd_sc_hd__dfrtp_1" \
]
## stage by stage
step | worst slack (ns) | utilization | power (uW) | instances
floorplan | 166.60 | - | 364 | 29400
global placement | 235.27 | 0.577 | 365 | 37400
detailed placement | 235.21 | 0.577 | 366 | 37400
CTS | 236.27 | 0.601 | 763 | 37900
## logic make-up after synthesis
logic type      Yosys count  share of synthesized area
xor+xnor               2580                      0.102
mux                       4                   0.000187
buf+inv                1760                     0.0311
compound gates           60                    0.00193
flops                  2605                      0.295
simple gates          22300                      0.569
fa+ha+maj                 1                  0.0000567
## layer usage
layer	GRT overflow	global-route usage
met1	18700	1.14
met2	41600	1.41
met3	11000	1.05
met4	10000	1.11
met5	1274	0.978
No activity file was given, so power comes from the tool's default toggle rates.
